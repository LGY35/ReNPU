File: /design/flow/config.mk
export PLATFORM = sky130hd
export DESIGN_NAME = trans_latchram256x16
export DESIGN_NICKNAME = trans_latchram256x16
export VERILOG_FILES = /design/flow/design.v
export SDC_FILE = /design/flow/constraint.sdc
export NUM_CORES = 4
export LEC_CHECK = 1
export CORE_UTILIZATION = 30
File: /design/flow/constraint.sdc
current_design trans_latchram256x16

set clk_period 350.0
set clk_io_pct 0.2

create_clock -name clk0 -period $clk_period [get_ports {clk}]

set non_clock_inputs [all_inputs -no_clocks]
set_input_delay [expr $clk_period * $clk_io_pct] -clock clk0 $non_clock_inputs
set_output_delay [expr $clk_period * $clk_io_pct] -clock clk0 [all_outputs]
File: /design/flow/design.v
parameter JT_JAL  = 2'b01;
parameter JT_JALR = 2'b10;
parameter JT_COND = 2'b11;
parameter BRANCH_NONE = 2'b00;
parameter BRANCH_JAL  = 2'b01;
parameter BRANCH_JALR = 2'b10;
parameter BRANCH_COND = 2'b11;  
parameter OP_A_REGA_OR_FWD = 3'b000;
parameter OP_A_CURRPC      = 3'b001;
parameter OP_A_IMM         = 3'b010;
parameter OP_A_REGB_OR_FWD = 3'b011;
parameter OP_A_REGC_OR_FWD = 3'b100;
parameter OP_A_ZERO        = 3'b101;
parameter OP_B_REGB_OR_FWD = 3'b000;
parameter OP_B_REGC_OR_FWD = 3'b001;
parameter OP_B_IMM         = 3'b010;
parameter OP_B_REGA_OR_FWD = 3'b011;
parameter OP_B_BMASK       = 3'b100;
parameter OP_C_REGC_OR_FWD = 2'b00;
parameter OP_C_REGB_OR_FWD = 2'b01;
parameter OP_C_JT          = 2'b10;
parameter IMMA_Z      = 2'b00;
parameter IMMA_ZERO   = 2'b01;
parameter IMMA_SC     = 2'b10;
parameter IMMA_LB     = 2'b11;
parameter IMMB_I      = 4'b0000;
parameter IMMB_S      = 4'b0001;
parameter IMMB_U      = 4'b0010;
parameter IMMB_PCINCR = 4'b0011;
parameter IMMB_S2     = 4'b0100;
parameter IMMB_S3     = 4'b0101;
parameter IMMB_VS     = 4'b0110;
parameter IMMB_VU     = 4'b0111;
parameter IMMB_SHUF   = 4'b1000;
parameter IMMB_CLIP   = 4'b1001;
parameter IMMB_BI     = 4'b1011;
parameter IMMB_C      = 4'b1010;
parameter IMMB_IS     = 4'b1100;
parameter IMMB_LCI    = 4'b1101;
parameter SEL_REGFILE      = 2'b00;
parameter SEL_FW_EX        = 2'b01;
parameter SEL_FW_WB        = 2'b10;
parameter REGC_S1   = 2'b10;
parameter REGC_S4   = 2'b00;
parameter REGC_RD   = 2'b01;
parameter REGC_ZERO = 2'b11;
parameter ALU_ADD   = 7'b0011000;
parameter ALU_SUB   = 7'b0011001;
parameter ALU_ADDU  = 7'b0011010;
parameter ALU_SUBU  = 7'b0011011;
parameter ALU_XOR   = 7'b0101111;
parameter ALU_OR    = 7'b0101110;
parameter ALU_AND   = 7'b0010101;
parameter ALU_SRA   = 7'b0100100; 
parameter ALU_SRL   = 7'b0100101;
parameter ALU_SLL   = 7'b0100111;
parameter ALU_LTS   = 7'b0000000; 
parameter ALU_LTU   = 7'b0000001;
parameter ALU_GES   = 7'b0001010;
parameter ALU_GEU   = 7'b0001011;
parameter ALU_EQ    = 7'b0001100;
parameter ALU_NE    = 7'b0001101;
parameter ALU_SLTS  = 7'b0000010; 
parameter ALU_SLTU  = 7'b0000011;
parameter ALU_DIVU  = 7'b0110000; 
parameter ALU_DIV   = 7'b0110001; 
parameter ALU_REMU  = 7'b0110010; 
parameter ALU_REM   = 7'b0110011;
parameter ALU_MAX       = 7'b1000000;
parameter ALU_MAXU      = 7'b1000001;
parameter ALU_MIN       = 7'b1000010;
parameter ALU_MINU      = 7'b1000011;
parameter ALU_ABS       = 7'b1000100;
parameter ALU_SLETS     = 7'b1000101;
parameter ALU_SLETU     = 7'b1000110;
parameter ALU_EXTS      = 7'b1000111;
parameter ALU_EXT       = 7'b1001000;
parameter ALU_SGTS      = 7'b1001001;
parameter ALU_ADDT8     = 7'b1001010;
parameter ALU_SUBT8     = 7'b1001011;
parameter ALU_ADDT16    = 7'b1001100;
parameter ALU_SUBT16    = 7'b1001101;
parameter ALU_ADDT      = 7'b1001110;
parameter ALU_SUBT      = 7'b1001111;
parameter MUL_MAC32 = 3'b000;
parameter MUL_MSU32 = 3'b001;
parameter MUL_I     = 3'b010;
parameter MUL_CCNI16= 3'b011;
parameter MUL_DOT8  = 3'b100;
parameter MUL_DOT16 = 3'b101;
parameter MUL_H     = 3'b110;
parameter MUL_NCNI16= 3'b111;
parameter VEC_MODE32 = 2'b00;
parameter VEC_MODE16 = 2'b10;
parameter VEC_MODE8  = 2'b11;
parameter EXC_CAUSE_INSTR_FAULT   = 6'h01;
parameter EXC_CAUSE_ILLEGAL_INSTR = 6'h02;
parameter EXC_CAUSE_BREAKPOINT    = 6'h03;
parameter EXC_CAUSE_LOAD_FAULT    = 6'h05;
parameter EXC_CAUSE_STORE_FAULT   = 6'h07;
parameter EXC_CAUSE_ECALL_UMODE   = 6'h08;
parameter EXC_CAUSE_ECALL_MMODE   = 6'h0B;
parameter CSR_OP_NONE  = 2'b00;
parameter CSR_OP_WRITE = 2'b01;
parameter CSR_OP_SET   = 2'b10;
parameter CSR_OP_CLEAR = 2'b11;
parameter PC_BOOT      = 4'b0000;
parameter PC_JUMP      = 4'b0010;
parameter PC_BRANCH    = 4'b0011;
parameter PC_EXCEPTION = 4'b0100;
parameter PC_FENCEI    = 4'b0001;
parameter PC_MRET      = 4'b0101;
parameter PC_URET      = 4'b0110;
parameter PC_DRET      = 4'b0111;
parameter PC_NPU       = 4'b1000;
localparam TRAP_MACHINE = 1'b0;
localparam TRAP_USER    = 1'b1;
parameter EXC_PC_EXCEPTION = 3'b000;
parameter EXC_PC_IRQ       = 3'b001;
parameter EXC_PC_DBD       = 3'b010;
parameter DBG_CAUSE_EBREAK     = 3'h1;
parameter DBG_CAUSE_TRIGGER    = 3'h2;
parameter DBG_CAUSE_HALTREQ    = 3'h3;
parameter DBG_CAUSE_STEP       = 3'h4;
parameter DBG_CAUSE_RSTHALTREQ = 3'h5;
typedef enum logic[1:0] {
  PRIV_LVL_M = 2'b11,
  PRIV_LVL_H = 2'b10,
  PRIV_LVL_S = 2'b01,
  PRIV_LVL_U = 2'b00
} PrivLvl_t;
parameter CSR_DCSR      = 12'h7b0;
parameter CSR_DPC       = 12'h7b1;
parameter CSR_DSCRATCH0 = 12'h7b2;  
parameter CSR_DSCRATCH1 = 12'h7b3;  
parameter HWLoop0_START         = 12'h7C0;  
parameter HWLoop0_END           = 12'h7C1;  
parameter HWLoop0_COUNTER       = 12'h7C2;  
parameter HWLoop1_START         = 12'h7C4;  
parameter HWLoop1_END           = 12'h7C5;  
parameter HWLoop1_COUNTER       = 12'h7C6;  
parameter HWLoop2_START         = 12'h7C8;  
parameter HWLoop2_END           = 12'h7C9;  
parameter HWLoop2_COUNTER       = 12'h7CA;  
parameter HWLoop3_START         = 12'h7CC;  
parameter HWLoop3_END           = 12'h7CD;  
parameter HWLoop3_COUNTER       = 12'h7CE;  
parameter PCER_USER = 12'hCC0;  
parameter PCMR_USER = 12'hCC1;  
parameter PCER_MACHINE = 12'h7E0;  
parameter PCMR_MACHINE = 12'h7E1;  
parameter CSR_MVENDORID = 12'hF11;
parameter CSR_MARCHID   = 12'hF12;
parameter CSR_MIMPID    = 12'hF13;
parameter CSR_MHARTID   = 12'hF14;
parameter MVENDORID_OFFSET = 7'h2;   
parameter MVENDORID_BANK = 25'hC;   
parameter MARCHID = 32'h4;
parameter OPCODE_NPU_SYS        = 7'h73;
parameter OPCODE_CUB_ALU_EVENT  = 7'h40;
parameter OPCODE_CUB_ALU_LOOP   = 7'h42;
parameter OPCODE_CUB_ALU_REG    = 7'h41;
parameter OPCODE_CUB_ALU_IMM    = 7'h43;
parameter OPCODE_CUB_ALU_LUI    = 7'h45;
parameter OPCODE_CUB_ALU_OP     = 7'h47;
parameter OPCODE_CUB_ACTI_POOL  = 7'h49;
parameter OPCODE_CUB_SCACHE     = 7'h4b;
parameter OPCODE_CUB_ALU_LOAD   = 7'h4d;
parameter OPCODE_CUB_ALU_STORE  = 7'h4f;
parameter OPCODE_VQ_ALU_CFG     = 7'h20;
parameter OPCODE_VQ_VEC_CFG     = 7'h22;
parameter OPCODE_VQ_MAC         = 7'h21;
parameter OPCODE_MQ_CFG         = 7'h10;
parameter OPCODE_MQ_NOC_CFG     = 7'h12;
parameter OPCODE_MQ_LOAD        = 7'h11;
parameter OPCODE_MQ_STORE       = 7'h13;
parameter OPCODE_MQ_MV          = 7'h15;
parameter OPCODE_MQ_NOC         = 7'h17;
parameter OPCODE_SQ_CFG         = 7'h30;
parameter OPCODE_SQ             = 7'h31;
parameter OPCODE_SYSTEM     =7'h73;
parameter OPCODE_FENCE      =7'h0f;
parameter OPCODE_OP         =7'h33;
parameter OPCODE_OPIMM      =7'h13; 
parameter OPCODE_STORE      =7'h23; 
parameter OPCODE_LOAD       =7'h03; 
parameter OPCODE_BRANCH     =7'h63; 
parameter OPCODE_JALR       =7'h67; 
parameter OPCODE_JAL        =7'h6f; 
parameter OPCODE_AUIPC      =7'h17; 
parameter OPCODE_LUI        =7'h37; 
parameter OPCODE_HWLOOP     = 7'h7b; 
parameter OPCODE_LOAD_POST  = 7'h0b; 
parameter OPCODE_STORE_POST = 7'h2b; 
parameter OPCODE_VECOP      = 7'h57;
parameter OPCODE_ACCEL      = 7'h5b;
module trans_latchram256x16 #(
    parameter WORD_WID      = 8                     ,
    parameter CH_X          = 32                    ,
    parameter DATA_WID      = WORD_WID * CH_X       ,
    parameter NUM_WORDS     = 16                    ,
    parameter DATA_WID_Y    = NUM_WORDS*WORD_WID    ,
    parameter NUM_WORDS_Y   = CH_X 
)(
   input  logic                                     clk         ,
   input  logic                                     wen_x_cs    ,
   input  logic                                     wen_x       ,
   input  logic [$clog2(NUM_WORDS)-1:0]             addr_w_x    ,
   input  logic [$clog2(NUM_WORDS)-1:0]             addr_r_x    ,
   input  logic [DATA_WID-1:0]                      wdata_x     ,
   input                                            ren_x       ,
   output logic [DATA_WID-1:0]                      rdata_x     ,
   input  logic                                   ren_y         , 
   input  logic [$clog2(NUM_WORDS_Y)-1:0]         addr_dp_r_y   ,  
   output logic [DATA_WID_Y-1:0]                  rdata_y_0     ,
   output logic [DATA_WID_Y-1:0]                  rdata_y_1
);
    localparam ADDR_WID = $clog2(NUM_WORDS);
    logic  [NUM_WORDS-1:0]  [CH_X-1:0] [WORD_WID -1 : 0] ram    ;
    logic [ADDR_WID-1:0] raddr_w_x_q, raddr_r_x_q, raddr_dp_r_y_q ;
    logic [CH_X-1:0] [NUM_WORDS-1:0]  [WORD_WID -1 : 0] ram_y  ;
    logic [NUM_WORDS-1:0]  [WORD_WID -1 : 0] ram_y_cell ; 
	int m,n; 
    always_comb begin  
        for(m=0; m<CH_X; m=m+1) begin
           	for(n=0; n<NUM_WORDS; n=n+1)
	        	 ram_y[m][n] = ram[n][m];
	    end
    end
    always_ff @(posedge clk) begin
        if (wen_x & wen_x_cs ) begin
                 ram[addr_w_x] <= wdata_x;
        end
    end
    always_comb begin
        raddr_r_x_q    = addr_r_x;
        raddr_dp_r_y_q = addr_dp_r_y;
    end
    always_ff @(posedge clk ) if(ren_x) rdata_x   <= ram[raddr_r_x_q];
    always_ff @(posedge clk ) if(ren_y) rdata_y_0 <= ram_y[raddr_dp_r_y_q         ];
    always_ff @(posedge clk ) if(ren_y) rdata_y_1 <= ram_y[raddr_dp_r_y_q + 16    ];
endmodule
File: /design/flow/run.sh
#!/bin/bash
# OpenROAD 26Q1-2900-gdf79404cd8, Yosys 0.63+post, stock flow scripts
make -C /OpenROAD-flow-scripts/flow DESIGN_CONFIG=/design/flow/config.mk WORK_HOME=/design/flow/orfs finish
==> impl_metrics.yaml <==
# implementation run metrics
final_layout:
  area_growth_pct: 15.31
  final_cells: 27280
  design_area_um2: 284600
  fill_cells: 76700
  layout-drive-gt1-share: 0.2704
logic_synthesis:
  area_leaders: "edfxtp_1 56%, mux4_2 14%, a22o_1 7.3%"
  syn-cell-area_um2: 246800
  synth_top_cell_by_area: "edfxtp_1"
  ys_cells: 15390
  synth-main-ff-cell: "edfxtp_1"
  synthArstFlopShare: 0
  top_cell: "edfxtp_1"
  synth_top_area_share: 0.5606
  ys_seq_share: 0.5606
  ys_ff: 4608
  syn_area_per_cell_um2: 16.04
  edf_count: 4608
  yosys_area_um2: 246800
  yosysUniqueCellTypes: 41
  top_cells_by_count: "4608 x edfxtp_1, 2044 x a22o_1, 1549 x mux4_2"
  syn_inst: 15390
  yosysWarnings: 1
global_route:
  grt_util_all_layers: 0.2668
  first_global_vias: 168200
  overflow: 0
  grt_pass1_wl_mm: 1437
  grt_max_degree: 133
  antenna_found_initial: 343
hold_path:
  worstHoldStart: "ram[2107]"
  min_to: "ram[2107]"
  min_path_cells: 1
  hold_class: "register to register"
pwr:
  swShare: 0.2736
  power_density_nw_per_um2: 5.071
  p_comb_frac: 0.138
  power_mw: 1.443
  ir_drop_uv: 4.252
  pwr-share-seq: 0.462
  p_int_mw: 1.048
  power_frac_clock: 0.400
  leakagePower_nw: 99.29
  p_switching_mw: 0.3948
timing:
  worst_clock_skew_ps: 105.3
  period_minus_slack_ps: 76820
  tightest_slew_ps: 1111
  final_max_slew_viol_count: 0
  finalSetupViolCount: 0
  slew_headroom: 0.2592
  hold_violations: 0
  fmax_mhz: 13.02
  fin_tns_setup_ps: 0
  rsz0062_at_grt: "no"
  finalClockPeriodUsage: 0.2195
drt:
  drt_first_pass_iters: 8
  routedWlPerCell_um: 38.85
  vias_per_cell: 6.032
  vias: 164500
  ant_nets: 0
  routed_wl_mm: 1060
  drc: 0
  dr.first_iter.drc_count: 14890
clock_network:
  clock_latency_ps: 1140
  cts_setup_buffers: 0
  tritoncts: "built"
  cts_resized: 0
  cts_buffers: 551
  clk_pin_slew_worst_paths_ps: 60
  cts.hold.buffers_added: 0
  cts_root_buf: "clkbuf_16"
  cts_max_level: 6
  clock-sinks: 4608
  clockBufferDepth: 4
floorplanning:
  core_um2: 818800
  fp.dieW_um: 909.1
  rows: 332
  num_io_pins: 786
  chipHeight_um: 909.1
  initial_core_util: 0.3015
  die-area_um2: 826400
place:
  place_area_um2: 266200
  gp_congestion: 0.9801
  place_inst: 25940
  io_buffers: 784
  hpwl_mm: 735.7
status:
  status: "finished clean"
setup_path:
  cp.required_ps: 350690
  crit_path_end_kind: "register"
  reg2reg_depth: 3
  critPathMaxFanout: 58
  rr_endpoint: "rdata_y_1[47]"
  r2r_slack_ps: 347200
  rr_startpoint: "ram[1471]"
  cp-start-kind: "input port"
  crit_arrival_ps: 77500
  crit_type: "input port to register"
job:
  drv_cap: 0
  warnings: 73
area by class of cell:
cell class,count,area (um2),share of cell area
inverter,6,22.52,0.00007913
sequential,4608,138400,0.4862
clock inverter,307,3103,0.01090
clock buffer,678,14440,0.05072
timing repair buffer,1427,13110,0.04606
tap,10860,13580,0.04772
antenna,351,878.3,0.003086
multi-input combinational,9046,101100,0.3553
flip-flops by register name, summed over array words and instances, names as in the netlist:
| signal | count |
|---|---|
| ram | 4096 |
| rdata_x | 256 |
| rdata_y_0 | 128 |
| rdata_y_1 | 128 |
power by group through the flow:
stage / registers (mW) / clock network, mW / logic [mW]
5_1_grt: 0.670 / 0.602 / 0.207
6_report: 0.667 / 0.577 / 0.199
4_1_cts: 0.666 / 0.584 / 0.197
metrics by stage:
stage          hold slack, ps  utilization  setup slack, ps
2_1_floorplan           535.5            -           183600
3_3_place_gp            559.9       0.3251           272250
3_5_place_dp            567.9       0.3251           272200
4_1_cts                 581.8       0.3465           273360
5_1_grt                 597.7       0.3473           272910
6_report                584.3       0.3476           273190
cell families (layout without fill, tap and decap cells):
| group | after synthesis | in the layout | share of synthesized area |
|---|---|---|---|
| flops | 4608 | 4608 | 0.5606 |
| mux | 4594 | 4594 | 0.2752 |
| compound gates | 3334 | 3334 | 0.1112 |
| buf+inv | 1735 | 2418 | 0.03139 |
| simple gates | 1114 | 1114 | 0.02146 |
| fa+ha+maj | 2 | 2 | 0.0001014 |
| xor+xnor | 2 | 2 | 0.00007098 |
| other cells | 0 | 351 | 0 |
placed cells by master (no fill, tap or decap), types with 5 or more instances in the layout:
| cell type | instances |
|---|---|
| a22oi_1 | 1143 |
| clkbuf_1 | 119 |
| nor2_4 | 8 |
| a22o_1 | 2044 |
| clkinv_1 | 118 |
| nor2b_1 | 257 |
| clkinvlp_4 | 10 |
| mux2_2 | 1327 |
| mux2_1 | 718 |
| inv_6 | 23 |
| inv_16 | 9 |
| mux2i_1 | 1000 |
| clkinv_16 | 5 |
| edfxtp_1 | 4608 |
| nor3_2 | 5 |
| inv_1 | 6 |
| nand2_1 | 457 |
| buf_4 | 615 |
| buf_12 | 29 |
| and2_4 | 6 |
| diode_2 | 351 |
| nor2_1 | 66 |
| clkinv_8 | 19 |
| clkdlybuf4s50_1 | 773 |
| nand3_1 | 262 |
| bufinv_16 | 44 |
| nand2_4 | 9 |
| o22ai_1 | 124 |
| nor2b_4 | 14 |
| buf_8 | 8 |
| clkbuf_16 | 559 |
| clkinv_2 | 73 |
| mux4_2 | 1549 |
metal layers:
metal	global-route usage	up-vias	part of all wire
met3	0.2086	2329	0.18
met2	0.3756	12170	0.44
met4	0.1382	231	0.067
met1	0.2858	84120	0.31
met5	0.04205	-	0.0053
li1	-	65690	-
worst max path at each step:
stage                  from        end  slack, ps  depth (start not counted)
after CTS             wen_x  ram[1248]     273360                         11
after global routing  wen_x  ram[1248]     272910                         11
final                 wen_x  ram[2272]     273190                         11
worst max-delay path: stages:
cell	delay [ps]
clkdlybuf4s50_1	450
and2_4	630
buf_4	650
buf_4	770
buf_4	630
buf_4	660
buf_4	610
buf_4	670
buf_4	660
buf_4	700
buf_4	700
Power is estimated from default activity; no workload was simulated.
