==> /design/flow/run.sh <==
#!/bin/bash
# OpenROAD 26Q1-2900-gdf79404cd8, Yosys 0.63+post, stock flow scripts
make -C /OpenROAD-flow-scripts/flow DESIGN_CONFIG=/design/flow/config.mk WORK_HOME=/design/flow/orfs finish
==> /design/flow/design.v <==
parameter JT_JAL  = 2'b01;
parameter JT_JALR = 2'b10;
parameter JT_COND = 2'b11;
parameter BRANCH_NONE = 2'b00;
parameter BRANCH_JAL  = 2'b01;
parameter BRANCH_JALR = 2'b10;
parameter BRANCH_COND = 2'b11;  
parameter OP_A_REGA_OR_FWD = 3'b000;
parameter OP_A_CURRPC      = 3'b001;
parameter OP_A_IMM         = 3'b010;
parameter OP_A_REGB_OR_FWD = 3'b011;
parameter OP_A_REGC_OR_FWD = 3'b100;
parameter OP_A_ZERO        = 3'b101;
parameter OP_B_REGB_OR_FWD = 3'b000;
parameter OP_B_REGC_OR_FWD = 3'b001;
parameter OP_B_IMM         = 3'b010;
parameter OP_B_REGA_OR_FWD = 3'b011;
parameter OP_B_BMASK       = 3'b100;
parameter OP_C_REGC_OR_FWD = 2'b00;
parameter OP_C_REGB_OR_FWD = 2'b01;
parameter OP_C_JT          = 2'b10;
parameter IMMA_Z      = 2'b00;
parameter IMMA_ZERO   = 2'b01;
parameter IMMA_SC     = 2'b10;
parameter IMMA_LB     = 2'b11;
parameter IMMB_I      = 4'b0000;
parameter IMMB_S      = 4'b0001;
parameter IMMB_U      = 4'b0010;
parameter IMMB_PCINCR = 4'b0011;
parameter IMMB_S2     = 4'b0100;
parameter IMMB_S3     = 4'b0101;
parameter IMMB_VS     = 4'b0110;
parameter IMMB_VU     = 4'b0111;
parameter IMMB_SHUF   = 4'b1000;
parameter IMMB_CLIP   = 4'b1001;
parameter IMMB_BI     = 4'b1011;
parameter IMMB_C      = 4'b1010;
parameter IMMB_IS     = 4'b1100;
parameter IMMB_LCI    = 4'b1101;
parameter SEL_REGFILE      = 2'b00;
parameter SEL_FW_EX        = 2'b01;
parameter SEL_FW_WB        = 2'b10;
parameter REGC_S1   = 2'b10;
parameter REGC_S4   = 2'b00;
parameter REGC_RD   = 2'b01;
parameter REGC_ZERO = 2'b11;
parameter ALU_ADD   = 7'b0011000;
parameter ALU_SUB   = 7'b0011001;
parameter ALU_ADDU  = 7'b0011010;
parameter ALU_SUBU  = 7'b0011011;
parameter ALU_XOR   = 7'b0101111;
parameter ALU_OR    = 7'b0101110;
parameter ALU_AND   = 7'b0010101;
parameter ALU_SRA   = 7'b0100100; 
parameter ALU_SRL   = 7'b0100101;
parameter ALU_SLL   = 7'b0100111;
parameter ALU_LTS   = 7'b0000000; 
parameter ALU_LTU   = 7'b0000001;
parameter ALU_GES   = 7'b0001010;
parameter ALU_GEU   = 7'b0001011;
parameter ALU_EQ    = 7'b0001100;
parameter ALU_NE    = 7'b0001101;
parameter ALU_SLTS  = 7'b0000010; 
parameter ALU_SLTU  = 7'b0000011;
parameter ALU_DIVU  = 7'b0110000; 
parameter ALU_DIV   = 7'b0110001; 
parameter ALU_REMU  = 7'b0110010; 
parameter ALU_REM   = 7'b0110011;
parameter ALU_MAX       = 7'b1000000;
parameter ALU_MAXU      = 7'b1000001;
parameter ALU_MIN       = 7'b1000010;
parameter ALU_MINU      = 7'b1000011;
parameter ALU_ABS       = 7'b1000100;
parameter ALU_SLETS     = 7'b1000101;
parameter ALU_SLETU     = 7'b1000110;
parameter ALU_EXTS      = 7'b1000111;
parameter ALU_EXT       = 7'b1001000;
parameter ALU_SGTS      = 7'b1001001;
parameter ALU_ADDT8     = 7'b1001010;
parameter ALU_SUBT8     = 7'b1001011;
parameter ALU_ADDT16    = 7'b1001100;
parameter ALU_SUBT16    = 7'b1001101;
parameter ALU_ADDT      = 7'b1001110;
parameter ALU_SUBT      = 7'b1001111;
parameter MUL_MAC32 = 3'b000;
parameter MUL_MSU32 = 3'b001;
parameter MUL_I     = 3'b010;
parameter MUL_CCNI16= 3'b011;
parameter MUL_DOT8  = 3'b100;
parameter MUL_DOT16 = 3'b101;
parameter MUL_H     = 3'b110;
parameter MUL_NCNI16= 3'b111;
parameter VEC_MODE32 = 2'b00;
parameter VEC_MODE16 = 2'b10;
parameter VEC_MODE8  = 2'b11;
parameter EXC_CAUSE_INSTR_FAULT   = 6'h01;
parameter EXC_CAUSE_ILLEGAL_INSTR = 6'h02;
parameter EXC_CAUSE_BREAKPOINT    = 6'h03;
parameter EXC_CAUSE_LOAD_FAULT    = 6'h05;
parameter EXC_CAUSE_STORE_FAULT   = 6'h07;
parameter EXC_CAUSE_ECALL_UMODE   = 6'h08;
parameter EXC_CAUSE_ECALL_MMODE   = 6'h0B;
parameter CSR_OP_NONE  = 2'b00;
parameter CSR_OP_WRITE = 2'b01;
parameter CSR_OP_SET   = 2'b10;
parameter CSR_OP_CLEAR = 2'b11;
parameter PC_BOOT      = 4'b0000;
parameter PC_JUMP      = 4'b0010;
parameter PC_BRANCH    = 4'b0011;
parameter PC_EXCEPTION = 4'b0100;
parameter PC_FENCEI    = 4'b0001;
parameter PC_MRET      = 4'b0101;
parameter PC_URET      = 4'b0110;
parameter PC_DRET      = 4'b0111;
parameter PC_NPU       = 4'b1000;
localparam TRAP_MACHINE = 1'b0;
localparam TRAP_USER    = 1'b1;
parameter EXC_PC_EXCEPTION = 3'b000;
parameter EXC_PC_IRQ       = 3'b001;
parameter EXC_PC_DBD       = 3'b010;
parameter DBG_CAUSE_EBREAK     = 3'h1;
parameter DBG_CAUSE_TRIGGER    = 3'h2;
parameter DBG_CAUSE_HALTREQ    = 3'h3;
parameter DBG_CAUSE_STEP       = 3'h4;
parameter DBG_CAUSE_RSTHALTREQ = 3'h5;
typedef enum logic[1:0] {
  PRIV_LVL_M = 2'b11,
  PRIV_LVL_H = 2'b10,
  PRIV_LVL_S = 2'b01,
  PRIV_LVL_U = 2'b00
} PrivLvl_t;
parameter CSR_DCSR      = 12'h7b0;
parameter CSR_DPC       = 12'h7b1;
parameter CSR_DSCRATCH0 = 12'h7b2;  
parameter CSR_DSCRATCH1 = 12'h7b3;  
parameter HWLoop0_START         = 12'h7C0;  
parameter HWLoop0_END           = 12'h7C1;  
parameter HWLoop0_COUNTER       = 12'h7C2;  
parameter HWLoop1_START         = 12'h7C4;  
parameter HWLoop1_END           = 12'h7C5;  
parameter HWLoop1_COUNTER       = 12'h7C6;  
parameter HWLoop2_START         = 12'h7C8;  
parameter HWLoop2_END           = 12'h7C9;  
parameter HWLoop2_COUNTER       = 12'h7CA;  
parameter HWLoop3_START         = 12'h7CC;  
parameter HWLoop3_END           = 12'h7CD;  
parameter HWLoop3_COUNTER       = 12'h7CE;  
parameter PCER_USER = 12'hCC0;  
parameter PCMR_USER = 12'hCC1;  
parameter PCER_MACHINE = 12'h7E0;  
parameter PCMR_MACHINE = 12'h7E1;  
parameter CSR_MVENDORID = 12'hF11;
parameter CSR_MARCHID   = 12'hF12;
parameter CSR_MIMPID    = 12'hF13;
parameter CSR_MHARTID   = 12'hF14;
parameter MVENDORID_OFFSET = 7'h2;   
parameter MVENDORID_BANK = 25'hC;   
parameter MARCHID = 32'h4;
parameter OPCODE_NPU_SYS        = 7'h73;
parameter OPCODE_CUB_ALU_EVENT  = 7'h40;
parameter OPCODE_CUB_ALU_LOOP   = 7'h42;
parameter OPCODE_CUB_ALU_REG    = 7'h41;
parameter OPCODE_CUB_ALU_IMM    = 7'h43;
parameter OPCODE_CUB_ALU_LUI    = 7'h45;
parameter OPCODE_CUB_ALU_OP     = 7'h47;
parameter OPCODE_CUB_ACTI_POOL  = 7'h49;
parameter OPCODE_CUB_SCACHE     = 7'h4b;
parameter OPCODE_CUB_ALU_LOAD   = 7'h4d;
parameter OPCODE_CUB_ALU_STORE  = 7'h4f;
parameter OPCODE_VQ_ALU_CFG     = 7'h20;
parameter OPCODE_VQ_VEC_CFG     = 7'h22;
parameter OPCODE_VQ_MAC         = 7'h21;
parameter OPCODE_MQ_CFG         = 7'h10;
parameter OPCODE_MQ_NOC_CFG     = 7'h12;
parameter OPCODE_MQ_LOAD        = 7'h11;
parameter OPCODE_MQ_STORE       = 7'h13;
parameter OPCODE_MQ_MV          = 7'h15;
parameter OPCODE_MQ_NOC         = 7'h17;
parameter OPCODE_SQ_CFG         = 7'h30;
parameter OPCODE_SQ             = 7'h31;
parameter OPCODE_SYSTEM     =7'h73;
parameter OPCODE_FENCE      =7'h0f;
parameter OPCODE_OP         =7'h33;
parameter OPCODE_OPIMM      =7'h13; 
parameter OPCODE_STORE      =7'h23; 
parameter OPCODE_LOAD       =7'h03; 
parameter OPCODE_BRANCH     =7'h63; 
parameter OPCODE_JALR       =7'h67; 
parameter OPCODE_JAL        =7'h6f; 
parameter OPCODE_AUIPC      =7'h17; 
parameter OPCODE_LUI        =7'h37; 
parameter OPCODE_HWLOOP     = 7'h7b; 
parameter OPCODE_LOAD_POST  = 7'h0b; 
parameter OPCODE_STORE_POST = 7'h2b; 
parameter OPCODE_VECOP      = 7'h57;
parameter OPCODE_ACCEL      = 7'h5b;
module sram128x32(
    input                   CLK,
    input                   ME,
    input                   WE,
    input   [6:0]           A,
    input   [31:0]          D,
    output  logic   [31:0]  Q,
    input   [31:0]          WEM
);
reg [127:0][31:0] data_ram = 'b0;
always @(posedge CLK) begin
    if(ME & WE)
        data_ram[A] <= D;
end
always @(posedge CLK) begin
    if(ME & ~WE)
        Q <= data_ram[A];
end
endmodule
==> /design/flow/config.mk <==
export PLATFORM = sky130hd
export DESIGN_NAME = sram128x32
export DESIGN_NICKNAME = sram128x32
export VERILOG_FILES = /design/flow/design.v
export SDC_FILE = /design/flow/constraint.sdc
export NUM_CORES = 4
export LEC_CHECK = 1
export CORE_UTILIZATION = 30
==> /design/flow/constraint.sdc <==
current_design sram128x32

set clk_period 350.0
set clk_io_pct 0.2

create_clock -name clk0 -period $clk_period [get_ports {CLK}]

set non_clock_inputs [all_inputs -no_clocks]
set_input_delay [expr $clk_period * $clk_io_pct] -clock clk0 $non_clock_inputs
set_output_delay [expr $clk_period * $clk_io_pct] -clock clk0 [all_outputs]
==> metrics.cfg <==
[status]
status = completed

[critical_path]
worstPathRequired_ns = 350.65
cp_max_fo = 61
crit_type = primary input to flop
arrival_ns = 79.01
regToRegSetupSlack_ns = 346.61
worstSetupEndpointType = flop
critPathLaunchType = primary input

[synth]
topCellsByArea = edfxtp_1, mux2_2, mux4_2, mux2_1, buf_2
ff_type = edfxtp_1
synth_area_um2 = 208100
yosysTopAreaCell = edfxtp_1
yosys_area_um2 = 208100
yosysUniqueCellTypes = 82
avgSynthCellArea_um2 = 17.79
syn-instance-count = 11693
async_reset_ff_share_pct = 0
yosysCellCount = 11693
ys.warnings.count = 1
synth-edff-count = 4128
synth_seq_share_pct = 59.58
ys.flops = 4128
synth.top_cell.area_share_pct = 59.58

[die]
coreArea_um2 = 690300
num_rows = 305
die_h_um = 834.8
fp_util_pct = 30.14
ios = 106
die_w_um = 834.8
die-area_um2 = 696900

[power_and_ir_drop]
p_int_uw = 850.9
powerDensity_nw_per_um2 = 4.814
power.share.sequential_pct = 51.1
ir_drop_v = 0.000004411
p_sw_share_pct = 24.23
p_clk_share_pct = 39.8
p_leak_nw = 74.56
comb_power_share_pct = 9.1
net-switching-power_uw = 272.1

[global_route]
grt_pass1_wl_mm = 893.1
grt-ovfl-total = 0
grt_pass1_vias = 118031
grt_start_max_net_pins = 134
antenna_found_initial = 52
grt_usage_pct = 18.90

[cts]
hold_buffers = 0
clockBufferDepth = 4
clock-root-buffer = clkbuf_16
cts_post_setup_buffers_inserted = 0
path_clk_slew_ns = 0.06
cts_sinks = 4128
insertion_delay_ns = 1.08
cts-htree-levels = 5
cts_buffers = 432
cts_tree = built
cts_resized = 0

[timing]
tns_ns = 0
fin_crit_ns = 78.36
worst_pin_slew_ns = 1.079
clock.fmax_mhz = 12.76
finalMaxSlewViolations = 0
hold_viol_final = 0
relSlewSlack_pct = 27.60
setup_viol = 0
rsz0062_at_grt = no
fin_crit_sh_pct = 22.39
worst_clock_skew_ns = 0.08568

[routing]
viasPerCell = 5.354
drcViolationCount = 0
routed_wl_mm = 626.2
ant_nets = 0
firstDrtPassIters = 5
wl_per_cell_um = 29.64
drtIter0Drc = 7701
vias = 113098

[finish]
fill_cells = 64969
final_common_cell = edfxtp_1
drive_gt1_share_pct = 52.81
final_cell_area_um2 = 233300
area_delta_synth_final_pct = 12.12
lay_top_cells = edfxtp_1, mux2_2, mux4_2

[placed_design]
hpwl_mm = 382.0
gp_congestion = 0.9104
io_buffer_count = 73
postPlaceCellArea_um2 = 219900

[flow_run]
max_cap_violations = 0
log.warning_count = 84

[worst_hold_path]
hp-class = flop to flop

==> sequential cells by signal (all words and copies together) (netlist names) <==
| signal | flops |
|---|---|
| data_ram | 4096 |
| Q | 32 |
==> metal layers <==
| layer | GRT usage, % | vias to the layer above | part of all wire, % |
|---|---|---|---|
| met5 | 0.8608 | - | 0.11 |
| met2 | 27.11 | 5102 | 44 |
| met3 | 13.32 | 1042 | 16 |
| li1 | - | 47567 | - |
| met1 | 22.95 | 59341 | 35 |
| met4 | 6.212 | 46 | 4.4 |
==> area by class of cell <==
type | count | area, um2 | area share (%)
clock buffers | 562 | 11360 | 4.870
multi-input cells | 6326 | 79290 | 33.99
flip-flops and latches | 4128 | 124000 | 53.14
clock inverters | 230 | 1982 | 0.8495
inverters | 9 | 43.79 | 0.01877
diodes | 27 | 67.56 | 0.02896
repair buffers | 631 | 5057 | 2.168
well taps | 9210 | 11520 | 4.940
==> path summary, 6_finish.rpt <==
kind / start / endpoint / depth (start not counted)
worst max-delay path: WE / data_ram[125] / 13
worst min-delay path: data_ram[734] / data_ram[734] / 1
worst max register to register: data_ram[3741] / Q[29] / 5
worst min register to register: data_ram[734] / data_ram[734] / 1
==> through the flow <==
stage / hold WS [ns] / total power [mW] / setup slack (ns) / utilization [%] / instances
detailed placement: 0.5423 / 0.6869 / 270.58 / 31.85 / 20304
global placement: 0.5358 / 0.6855 / 270.64 / 31.85 / 20304
finish: 0.5541 / 1.123 / 271.64 / 33.79 / 21123
CTS: 0.5556 / 1.133 / 271.68 / 33.78 / 21096
floorplan: 0.5225 / 0.7369 / 183.60 / - / 11693
global route: 0.5662 / 1.159 / 271.21 / 33.79 / 21107
==> cells in the mapped netlist, drive strengths merged (9+ instances only) <==
cell type and count:
o221ai 32, nand3 72, buf 660, a22oi 172, a31oi 21, mux4 1047, o21ai 67, nand2 98
clkbuf 570, mux2i 179, a221oi 28, and2 27, a311oi 17, a32oi 9, nand3b 9, o22ai 42
a21oi 105, nor3 84, edfxtp 4128, a211oi 13, mux2 4150, nor2b 10, nor2 45
==> kinds of logic (layout without fill, tap and decap cells) <==
group	count (synthesis)	in the layout	synth area share, %
AND/OR/NAND/NOR	383	383	1.073
XOR/XNOR	3	3	0.01624
buffers and inverters	1239	1432	2.718
AND-OR/OR-AND	562	562	1.896
adder cells (fa/ha/maj)	2	2	0.01202
multiplexers	5376	5376	34.71
flip-flops	4128	4128	59.58
other	0	27	0
==> critical path, cell delays in order <==
cell and delay [ns]:
clkdlybuf4s50_1 0.53, and2_4 0.54, buf_4 0.69, buf_4 0.60, buf_4 0.64, buf_4 0.68
buf_4 0.65, buf_4 0.68, buf_4 0.74, buf_4 0.67, buf_4 0.70, buf_4 0.74
buf_4 0.76
==> power groups by stage <==
stage	registers (mW)	logic (mW)	clock network, mW
CTS	0.574	0.103	0.456
global route	0.577	0.108	0.474
finish	0.574	0.102	0.447
Power is estimated from default activity; no workload was simulated.
